**run.sh**
```bash
#!/bin/bash
# OpenROAD 26Q1-2900-gdf79404cd8, Yosys 0.63+post, stock flow scripts
make -C /OpenROAD-flow-scripts/flow DESIGN_CONFIG=/design/flow/config.mk WORK_HOME=/design/flow/orfs finish
```
**config.mk**
```make
export PLATFORM = sky130hd
export DESIGN_NAME = KeypadToBcd
export DESIGN_NICKNAME = KeypadToBcd
export VERILOG_FILES = /design/flow/design.v
export SDC_FILE = /design/flow/constraint.sdc
export NUM_CORES = 4
export LEC_CHECK = 1
export CORE_AREA = 10 10 70 70
export DIE_AREA = 0 0 80 80
```
**constraint.sdc**
```tcl
current_design KeypadToBcd

set clk_period 1.2
set clk_io_pct 0.2

create_clock -name clk0 -period $clk_period

set non_clock_inputs [all_inputs -no_clocks]
set_input_delay [expr $clk_period * $clk_io_pct] -clock clk0 $non_clock_inputs
set_output_delay [expr $clk_period * $clk_io_pct] -clock clk0 [all_outputs]
```
**design.v**
```verilog
`timescale 1ns / 1ps
module KeypadToBcd(
    input row1, input row2, input row3, input row4, 
    input col1, input col2, input col3, 
    output [3:0] bcd
    );
    assign bcd[3] = ~row1 & ~row2 & row3 & ~col1 & col2 | ~row1 & ~row2 & row3 & ~col1 & col3;
    assign bcd[2] = ~row1 & row2 | ~row1 & row3 & col1;
    assign bcd[1] = row1 & ~col1 & col2 | row1 & ~col1 & col3 | ~row1 & row2 & ~col1 & ~col2 & col3 | ~row1 & ~row2 & row3 & col1;
    assign bcd[0] = row1 & col1 | row1 & ~col2 & col3 | ~row1 & row2 & col2 | ~row1 & ~row2 & row3 & col1 | ~row1 & ~row2 & row3 & ~col2 & col3;
endmodule
```
==> run notes <==
Summing over every cut layer, the via total after detailed routing is 156. Buffering stage count on the worst path with inverters included: 3. In this run the remaining antenna-violating nets after routing total 0.

The category of the worst setup path capture point was a primary output. The internal portion of the total power is 0.0000443 W. The tools report the worst endpoint required time as 0.96 ns. The run gives 15.7% for the top-area cell type share of the netlist area. The combinational gate area was 109 um^2; the combinational share of power was 100.0%. For the number of distinct library cells after synthesis, the log shows 12. Of all nets on the critical path, the largest fanout is 2. With the number of sequential cells at 0, the total wirelength of the detailed-routed design is 464 um. The total area inside the core boundary comes to 3420 um^2. The timing report shows the most common cell along the critical path to be sky130_fd_sc_hd__buf_6. The run gives 80 um for the floorplan die height. The run gives 4 for the number of optimization iterations in the first detailed-route pass. Cells fill 8.13% of the core in the end. The total power draw came out at 0.0000748 W. With the transition at the pin with the smallest max-transition slack at 0.175 ns, the synthesized area is 87.6 um^2. The stage logs contain a warning count of 33. Dividing total power by cell area gives a power density of 269 nW/um^2.

The chip occupies 6400 um^2. The library cells used most frequently in the layout, excluding fill and tap cells, are sky130_fd_sc_hd__buf_2 (6), sky130_fd_sc_hd__buf_4 (5), sky130_fd_sc_hd__buf_6 (2), sky130_fd_sc_hd__dlygate4sd2_1 (2). For this run the detailed placement stage logged an HPWL of 357 um. For the switching power, the log shows 0.0000304 W. Per the run report, area growth between synthesis and finish was 217%.

For the worst setup timing slack at the placement stage, the log shows -0.614 ns. The flow ran to the end, and the final reports show no timing, DRC or antenna violations. The longest incremental delay of any stage on the critical path is reported as 0.15 ns. The most common logic cell in the final layout is sky130_fd_sc_hd__buf_2. The global-route wire length before repair came out at 717 um. Per the final report, max-transition violations number 0.

The number of antenna violations at the first check in global routing was 0. Measured along the x axis, the die boundary spans 80 um. The logs give 0.91 ns for the critical path data arrival time and 406 for the number of filler cells placed in the layout.

The run gives 0 um^2 for the area taken by flip-flops and latches. Entering global routing, the biggest net connects 6 pins. The run gives 96.0% for the share of the clock period used by the worst path. The final report lists the setup-violating endpoint count as 0. The gate family responsible for the most delay along the worst path was buffers and inverters. The via density per instance was 2.11; the count of port buffers added during placement was 10. The timing report shows that the slowest cell on the worst path is sky130_fd_sc_hd__nand3b_1. For this design the top-level I/O count stands at 11.

Yosys synthesis chip area: 87.6 um^2. The worst setup path is launched from a primary input. Critical setup path kind: primary input to primary output. The run gives 0.728 as the routability-driven placement congestion ratio. After detailed routing, the number of remaining DRC violations is 0. In this run the static leakage power is 0.116 nW. The final total negative setup slack came out at 0 ns. The tool flagged a number of max-cap violations equal to 0.

The initial utilization of the core area, before any placement, comes to 2.56%. The run gives 13 as the number of instances in the synthesized netlist. The tools report the source of the critical timing path as row2.

In the final layout, the share of cells above drive strength 1 is 67.9%. The floorplan has 21 rows. The number of cells reported by Yosys stat comes to 13. The worst path setup slack after routing was 0.0484 ns. Antenna repair during routing inserted a diode count of 0.

The layout has 0 clock buffers. The switching part of the total power works out to 40.7%. With the final hold violation count at 0, the worst voltage drop across the vdd grid is 30.3 uV. Of the synthesized area, sequential elements account for 0%. The sum of overflow across all layers after global routing is 0, and the average cell area after synthesis is 6.74 um^2. Final critical path time including I/O delays and setup: 1.15 ns.

Dividing the detail-routed wire length by the instance count gives 6.27 um. Summed over all instances, the cell type with the most area after synthesis is sky130_fd_sc_hd__nand2b_4. The flow reports an fmax of 868 MHz. The sequential fraction of design power came out at 0%.

Setup repair after global routing left no endpoint under its margin. Yosys attributes the largest share of cell area to sky130_fd_sc_hd__nand2b_4 (16%), sky130_fd_sc_hd__nor4_2 (14%), sky130_fd_sc_hd__a2bb2oi_1 (10%), sky130_fd_sc_hd__o2bb2ai_1 (10%), sky130_fd_sc_hd__nand3b_1 (8.6%). The endpoint of the most critical setup path is bcd[1]. The cell sequence reported for the critical path is buf_6 > nand2b_4 > buf_6 > nand3b_1 > o21ai_1 > buf_2. The iteration-0 DRC count of the detailed router came out at 1. Count of warnings emitted by yosys: 0. The cell count along the critical path was 6. In this run, the clock network consumes 0% of the power. Global routing used 1.34% of the available tracks.

The via count of the first global-routing pass was 152. The worst-case headroom to the max-slew limit was 88.2%. The class of the tightest hold or removal check was primary input to primary output.
-- routing by layer --
layer  share of wire (%)  up-vias  global-route usage [%]
met1                  50       67                    1.98
met5                   0        -                       0
met4                   0        0                       0
met3                  23        0                    1.02
met2                  26        9                    1.52
li1                    -       80                       -
-- kinds of logic (layout without fill, tap and decap cells) --
family	after synthesis	count (layout)	synth area share [%]
AOI/OAI and AO/OA	4	4	31.4
and+or+nand+nor	8	8	64.3
buffers and inverters	1	16	4.28
-- tightest hold or removal path, cell delays in order --
cell                     delay [ns]
sky130_fd_sc_hd__buf_4         0.11
sky130_fd_sc_hd__nor4_4        0.04
sky130_fd_sc_hd__buf_2         0.10
-- through the flow --
| step | area (um^2) | instances | hold slack, ns |
|---|---|---|---|
| 3_3_place_gp | 260 | 71 | 1.47 |
| 5_1_grt | 278 | 74 | 0.748 |
| 3_5_place_dp | 260 | 71 | 1.47 |
| 6_report | 278 | 74 | 0.740 |
| 4_1_cts | 275 | 74 | 0.743 |
| 2_1_floorplan | 87.6 | 13 | 0.493 |
-- final cells by class --
class	count	area share, %
Inverter	1	1.35
Multi-Input combinational cell	12	39.2
Tap cell	46	20.7
Timing Repair Buffer	15	38.7
-- worst min-delay path by stage --
| stage | from | endpoint | slack [ns] | cells after the start |
|---|---|---|---|---|
| CTS | row1 | bcd[3] | 0.74 | 3 |
| global route | row1 | bcd[3] | 0.75 | 3 |
| finish | row1 | bcd[3] | 0.74 | 3 |
-- power groups by stage --
| stage | logic (W) | clock network, W | registers, W |
|---|---|---|---|
| CTS | 0.0000709 | 0 | 0 |
| global route | 0.0000820 | 0 | 0 |
| finish | 0.0000748 | 0 | 0 |
-- cell usage after synthesis --
master,n
sky130_fd_sc_hd__nand3b_1,1
sky130_fd_sc_hd__nand3_1,1
sky130_fd_sc_hd__nand2b_4,1
sky130_fd_sc_hd__nand2_1,1
sky130_fd_sc_hd__o2bb2ai_1,1
sky130_fd_sc_hd__a21oi_1,1
sky130_fd_sc_hd__a2bb2oi_1,1
sky130_fd_sc_hd__nor4_2,1
sky130_fd_sc_hd__nor2_1,2
sky130_fd_sc_hd__o21ai_1,1
sky130_fd_sc_hd__inv_2,1
sky130_fd_sc_hd__nor2b_1,1
-- what timing repair did --
action	CTS	global route
resized	33	7
hold buffers	0	0
setup endpoints to repair	4	4
buffers inserted	3	0
pin swaps	3	2
Power figures rest on the tool's default switching activity, not on a simulated workload.
