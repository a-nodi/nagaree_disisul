==> flow/design.v <==
`timescale 1ns / 1ps
module KeypadToBcdEncoder(
    input row1, input row2, input row3, input row4, 
    input col1, input col2, input col3, 
    output [3:0] bcd
    );
    assign bcd[3] = ~row1 & ~row2 & row3 & ~col1 & col2 | ~row1 & ~row2 & row3 & ~col1 & col3;
    assign bcd[2] = ~row1 & row2 | ~row1 & row3 & col1;
    assign bcd[1] = row1 & ~col1 & col2 | row1 & ~col1 & col3 | ~row1 & row2 & ~col1 & ~col2 & col3 | ~row1 & ~row2 & row3 & col1;
    assign bcd[0] = row1 & col1 | row1 & ~col2 & col3 | ~row1 & row2 & col2 | ~row1 & ~row2 & row3 & col1 | ~row1 & ~row2 & row3 & ~col2 & col3;
endmodule
==> flow/run.sh <==
#!/bin/bash
# OpenROAD 26Q1-2900-gdf79404cd8, Yosys 0.63+post, stock flow scripts
make -C /OpenROAD-flow-scripts/flow DESIGN_CONFIG=/design/flow/config.mk WORK_HOME=/design/flow/orfs finish
==> flow/config.mk <==
export PLATFORM = sky130hd
export DESIGN_NAME = KeypadToBcdEncoder
export DESIGN_NICKNAME = KeypadToBcdEncoder
export VERILOG_FILES = /design/flow/design.v
export SDC_FILE = /design/flow/constraint.sdc
export NUM_CORES = 4
export LEC_CHECK = 1
export CORE_AREA = 10 10 70 70
export DIE_AREA = 0 0 80 80
==> flow/constraint.sdc <==
current_design KeypadToBcdEncoder

set clk_period 1.2
set clk_io_pct 0.2

create_clock -name clk0 -period $clk_period

set non_clock_inputs [all_inputs -no_clocks]
set_input_delay [expr $clk_period * $clk_io_pct] -clock clk0 $non_clock_inputs
set_output_delay [expr $clk_period * $clk_io_pct] -clock clk0 [all_outputs]
==> git commit body <==
Update PnR metrics after Yosys + OpenROAD run

* Number of setup violations in the final report: 0
- The final timing report lists a max-slew violation count of 0.
- Number of cell instances after yosys synthesis: 13
- Portion of total power attributed to the clock network: 0%
- Number of OpenROAD warnings: 33
- Starting density of the core: 2.56%
* Leakage: between 0.1 and 0.15 nW
- Number of nets with antenna violations after detailed routing: 0
* Cell Area, Synth: between 80 and 90 um2
- Normalized max-slew margin: approximately 88%
- Area grow syn2layout: 217%
* Vias post-DR: 156
- Slew @ Worst Pin: 0.175 ns
- Port Buffer Count: 10
- Cell depth of the worst setup path: 6
- Remaining Overflow, GRT: 0
* Post-Route Setup TNS: 0 ns
* Overall routing resource usage: between 1 and 1.5%
* Number of warnings printed during yosys synthesis: 0
- Synthesized netlist cell count: 13
- Final routed DRC violation total: 0
- Die width: roughly 80 um
- Among all cell types in the netlist, the one instantiated most often is sky130_fd_sc_hd__nor2_1.
- The HPWL after detailed placement is ~360 um.
- Final wirelength: 464 um
* Shortest period the worst path allows: ~1.2 ns
- Floorplan die area: 0.00640 mm2
- Total of hold buffers inserted after clock tree synthesis: 0
- Sorting the synthesized cells by area gives the leading types as sky130_fd_sc_hd__nand2b_4, sky130_fd_sc_hd__nor4_2, sky130_fd_sc_hd__a2bb2oi_1, sky130_fd_sc_hd__o2bb2ai_1, sky130_fd_sc_hd__nand3b_1.
* Cell-by-cell listing of the critical path: buf_6 > nand2b_4 > buf_6 > nand3b_1 > o21ai_1 > buf_2
* Worst path most repeated cell: sky130_fd_sc_hd__buf_6
- Clock buffer count: 0
- IR Drop Worst-Case VDD: just over 0.03 mV
- Die Y: about 80 um
* Internal power component: 0.0443 mW
- Setup repair after global routing left no endpoint under its margin.
- Launch point of the worst path: row2
- The via count of the first global-routing pass was 152.
* Mean routed wirelength per cell: around 6.3 um
- Before CTS, the worst setup slack after placement is -0.614 ns.
- Per the post-synthesis stats, the area per cell is 6.74 um2.
- Worst hold path type: input port to output pin
- Part of the cycle the worst path needs: a little over nine tenths
- For this run, the detailed router's first-pass iteration total came to 4.
- According to the cell report, flip-flops and latches in the layout number 0.
- The critical path's slowest stage uses the library cell sky130_fd_sc_hd__nand3b_1.
- In this run, flip-flops and latches consume 0% of the power.
- The final hold violation count recorded for this run is 0.
* Crit path to: bcd[1]
- Startpoint kind of the worst setup timing path: input port
* Maximum single-stage delay on the critical path: approximately 0.15 ns
* Iter 0 DRT Violations: 1
* Worst setup path category: input port to output pin
- At the end of routability-driven placement, the weighted congestion stood at between 0.7 and 0.8.
- Critical path's top delay family: buffers and inverters
* Core region area: about 0.0034 mm2
- The script logs the ratio of routed vias to standard cells as roughly 2.1.
- The analysis attributes to net switching a power of 0.0304 mW.
- The script computed a power per unit cell area of 269 mW/mm2.
- Max fanout on the critical path was recorded as 2.
* Final worst setup slack: 0.0484 ns
- Global-route wire length before repair: ~700 um
- Run status: completed
- After floorplanning, the core was divided into 21 placement rows.
* Critical Path End Type: output pin
- Per the layout area report, the register area comes to 0 um2.
- Required time at the worst-slack endpoint: about 0.96 ns
* Pin count of the biggest net entering global routing: 6
- The final antenna diode tally reported by the flow is 0.
- Fraction of power consumed by combinational cells: 100.0%
- Hold timing on the final database bottoms out at a slack of 0.740 ns.
- The timing report notes that buffer and inverter cells on the critical path total 3.
- Layout cells sized above 1: between 60% and 70%
- The flow reports an fmax of ~870 MHz.
- Initial antenna violation count: 0
* Proportion of netlist area held by the largest area contributor: 15.7%
* Total cell area reported by yosys after synthesis: 87.6 um2
* Switching fraction of total power: around two fifths
* Largest area contributor in the synthesized netlist: sky130_fd_sc_hd__nand2b_4
- Number of distinct library cell variants in the gate-level netlist after synthesis: 12
- Power after layout: approximately 0.075 mW
* Max-cap violations: 0
* Data arrival time of the worst path: about 0.9 ns
- Synth Seq Share: 0%
* Number of ports placed on the die boundary: 11
## placed cells by master (no fill, tap or decap), types with 2 or more instances in the layout
master,n
sky130_fd_sc_hd__buf_2,6
sky130_fd_sc_hd__buf_4,5
sky130_fd_sc_hd__buf_6,2
sky130_fd_sc_hd__dlygate4sd2_1,2
## kinds of logic (layout without fill, tap and decap cells)
kind of cell / after synthesis / in the layout / share of synthesized area [%]
AOI/OAI and AO/OA: 4 / 4 / 31.4
and+or+nand+nor: 8 / 8 / 64.3
buffers and inverters: 1 / 16 / 4.28
## worst min-delay path, cell delays in order
cell	delay, ns
sky130_fd_sc_hd__buf_4	0.11
sky130_fd_sc_hd__nor4_4	0.04
sky130_fd_sc_hd__buf_2	0.10
## cell type report
cell class                 count  area, um2
tap                           46       57.6
timing repair buffer          15        108
inverter                       1       3.75
fill                         406       3140
multi-input combinational     12        109
## stage by stage
step | cells | utilization, % | instance area, um2
6_report | 74 | 8.13 | 278
5_1_grt | 74 | 8.13 | 278
4_1_cts | 74 | 8.06 | 275
3_5_place_dp | 71 | 7.62 | 260
3_3_place_gp | 71 | 7.62 | 260
2_1_floorplan | 13 | - | 87.6
## layer usage
layer  routed length [um]  up-vias  global-route usage [%]
met5                    0        -                       0
met4                    0        0                       0
met3                  108        0                    1.02
met2                  120        9                    1.52
met1                  234       67                    1.98
li1                     -       80                       -
## power groups by stage
stage     registers (mW)  clock network [mW]  logic, mW
4_1_cts                0                   0     0.0709
5_1_grt                0                   0     0.0820
6_report               0                   0     0.0748
## worst min path at each step
stage                 startpoint     end  slack [ns]  cells past startpoint
after global routing        row1  bcd[3]        0.75                      3
after CTS                   row1  bcd[3]        0.74                      3
final                       row1  bcd[3]        0.74                      3
## repair_timing
item                       CTS  global route
gates resized               33             7
setup endpoints to repair    4             4
buffers inserted             3             0
pin swaps                    3             2
Power is estimated from default activity; no workload was simulated.
